`run.sh`:
```
#!/bin/bash
# OpenROAD 26Q1-2900-gdf79404cd8, Yosys 0.63+post, stock flow scripts
make -C /OpenROAD-flow-scripts/flow DESIGN_CONFIG=/design/flow/config.mk WORK_HOME=/design/flow/orfs finish
```
`config.mk`:
```
export PLATFORM = sky130hd
export DESIGN_NAME = Out_to_com
export DESIGN_NICKNAME = Out_to_com
export VERILOG_FILES = /design/flow/design.v
export SDC_FILE = /design/flow/constraint.sdc
export NUM_CORES = 4
export LEC_CHECK = 1
export CORE_AREA = 10 10 78 78
export DIE_AREA = 0 0 88 88
```
`constraint.sdc`:
```
current_design Out_to_com

set clk_period 2.2
set clk_io_pct 0.2

create_clock -name clk0 -period $clk_period [get_ports {clk}]

set non_clock_inputs [all_inputs -no_clocks]
set_input_delay [expr $clk_period * $clk_io_pct] -clock clk0 $non_clock_inputs
set_output_delay [expr $clk_period * $clk_io_pct] -clock clk0 [all_outputs]
```
`design.v`:
```
module Out_to_com(
  output reg isFinish,
  output reg tx,
  input isStart,
  input [7:0] data_raw,
  input clk,
  input enable );
  reg [2:0] state;
  wire parBit;
	reg [7:0] data;
  reg [2:0] i;
  assign parBit = ^data;
	initial begin
		state <= 0;
	end
  always @(posedge clk) begin
    if(enable) begin
      if(state == 0) begin
        isFinish = 1;
        if(isStart) begin
          isFinish = 0;
					data = data_raw;
          state = 1;
        end
      end
      else if(state == 1) begin
        tx = 0;
        state = 2;        
        i = 0;
      end
      else if(state == 2) begin
        tx = data[i];
        if(i == 7) begin
          state = 3;
        end
        else i = i + 1;
      end
      else if(state == 3) begin
        tx = parBit;
        state = 4;
      end
      else if(state == 4) begin
        tx = 1;
        state = 5;
      end
      else begin
        tx = 1;
				isFinish = 1;
        state = 0;
      end
    end
  end
endmodule
```
==> flow_summary.html <==
<h2>Synthesis and place &amp; route</h2>
<table>
<tr><th>Metric</th><th>Value</th></tr>
<tr><th colspan="2">Pwr</th></tr>
<tr><td>Clock share of power</td><td>31.2%</td></tr>
<tr><td>VDD IR max</td><td>0.262 mV</td></tr>
<tr><td>Combinational share of power</td><td>12.9%</td></tr>
<tr><td>Power density over cell area</td><td>673 nW/um2</td></tr>
<tr><td>Sequential fraction of design power</td><td>between 50% and 60%</td></tr>
<tr><td>NetSw</td><td>between 0.1 and 0.15 mW</td></tr>
<tr><td>Sw frac</td><td>21.5%</td></tr>
<tr><td>Static leakage</td><td>0.329 nW</td></tr>
<tr><td>Int Power</td><td>around 0.53 mW</td></tr>
<tr><th colspan="2">CTS</th></tr>
<tr><td>Number of post-CTS setup repair buffers</td><td>0</td></tr>
<tr><td>Clock-pin transition on the worst setup and hold timing paths</td><td>0.06 ns</td></tr>
<tr><td>Clock net sink count</td><td>16</td></tr>
<tr><td>Maximum count of clock buffers along a single path</td><td>2</td></tr>
<tr><td>Maximum level of the CTS H-tree</td><td>1</td></tr>
<tr><td>CTS tree</td><td>done</td></tr>
<tr><td>Hold buffer count at cts</td><td>0</td></tr>
<tr><td>Worst skew pair latency</td><td>0.24 ns</td></tr>
<tr><td>Quantity of gates resized following cts</td><td>0</td></tr>
<tr><td>Root buf cell</td><td>sky130_fd_sc_hd__clkbuf_8</td></tr>
<tr><td>Number of buffers added by the clock tree synthesis step</td><td>3</td></tr>
<tr><th colspan="2">Placed design</th></tr>
<tr><td>Placer congestion estimate</td><td>0.758</td></tr>
<tr><td>Count of buffers inserted at the top-level ports</td><td>12</td></tr>
<tr><td>Placed instance count</td><td>119</td></tr>
<tr><td>Detailed-placement wirelength estimate</td><td>1.11 mm</td></tr>
<tr><th colspan="2">Synth</th></tr>
<tr><td>Mapped cell area</td><td>roughly 800 um2</td></tr>
<tr><td>Multiplexer share of the synthesized area</td><td>6.86%</td></tr>
<tr><td>Simple-Gate Fraction of Synth Area</td><td>12.3%</td></tr>
<tr><td>Post-Synthesis Cells</td><td>56</td></tr>
<tr><td>Number of cells in Yosys stat</td><td>between 50 and 60</td></tr>
<tr><td>Count of synthesis-stage warnings from yosys</td><td>1</td></tr>
<tr><td>Post-synthesis share of cell area spent on full adders, half adders and majority gates</td><td>approximately 3.2%</td></tr>
<tr><td>Compound-cell area share of the yosys netlist</td><td>8.13%</td></tr>
<tr><td>Chip area estimate from yosys synthesis</td><td>785 um2</td></tr>
<tr><td>Main kind of combinational logic by area</td><td>simple AND/OR/NAND/NOR gates</td></tr>
<tr><td>XOR/XNOR Fraction of Synth Area</td><td>7.81%</td></tr>
<tr><td>Average size of a mapped cell</td><td>approximately 14 um2</td></tr>
<tr><td>Flops &amp; latches, synth</td><td>16</td></tr>
<tr><td>Sequential element share of the synthesized area</td><td>61.2%</td></tr>
<tr><td>Number of distinct library cell variants in the gate-level netlist after synthesis</td><td>22</td></tr>
<tr><th colspan="2">STA</th></tr>
<tr><td>Ratio of final minimum period to clock period</td><td>78.6%</td></tr>
<tr><td>Hold Fails Final Rpt</td><td>0</td></tr>
<tr><td>Post-route clock skew</td><td>between 0.0015 and 0.002 ns</td></tr>
<tr><td>Setup repair after global routing missed its margin</td><td>no</td></tr>
<tr><td>Remaining max-slew budget at the tightest pin</td><td>72.6%</td></tr>
<tr><td>Final-layout setup total negative slack</td><td>0 ns</td></tr>
<tr><td>Worst hold slack</td><td>0.718 ns</td></tr>
<tr><td>Slew Viols, Final</td><td>0</td></tr>
<tr><td>Actual slew at the worst max-slew pin</td><td>0.407 ns</td></tr>
<tr><td>Final setup viols</td><td>0</td></tr>
<tr><td>Highest clock rate</td><td>between 0.5 and 0.6 GHz</td></tr>
<tr><td>Final worst path period need</td><td>approximately 1.7 ns</td></tr>
<tr><th colspan="2">Drt</th></tr>
<tr><td>Post-detailed-route count of antenna-violating nets</td><td>0</td></tr>
<tr><td>Sum of routed wire length over all layers</td><td>1.43 mm</td></tr>
<tr><td># diodes</td><td>0</td></tr>
<tr><td>WL per Instance</td><td>11.7 um</td></tr>
<tr><td>1st-pass router iterations</td><td>4</td></tr>
<tr><td>Average via count per standard cell</td><td>around 3.9</td></tr>
<tr><td>Via Count</td><td>roughly 480</td></tr>
<tr><td>DR DRC count</td><td>0</td></tr>
<tr><td>Iteration-0 DRC count of the detailed router</td><td>18</td></tr>
<tr><th colspan="2">Final layout</th></tr>
<tr><td>Share of layout cells above drive strength 1</td><td>between 10% and 20%</td></tr>
<tr><td>Fill count</td><td>approximately 460</td></tr>
<tr><td>Area growth syn-to-layout</td><td>28.4%</td></tr>
<tr><td>Footprint of the flip-flops and latches</td><td>about 480 um2</td></tr>
<tr><td>Multi-input gate area</td><td>300 um2</td></tr>
<tr><td>Fin cells</td><td>122</td></tr>
<tr><th colspan="2">Global routing</th></tr>
<tr><td>GRT overflow</td><td>0</td></tr>
<tr><td>Maximum number of pins on one net before global-route repair</td><td>11</td></tr>
<tr><td>Number of antenna violations at the first check in global routing</td><td>0</td></tr>
<tr><td>Via count of the first global-routing pass</td><td>452</td></tr>
<tr><td>Global-route wire length before repair</td><td>2.24 mm</td></tr>
<tr><td>Global-route usage over all layers</td><td>roughly 3.5%</td></tr>
<tr><th colspan="2">Floorplanning</th></tr>
<tr><td>Core area</td><td>roughly 4400 um2</td></tr>
<tr><td>Number of ports placed on the die boundary</td><td>13</td></tr>
<tr><td>Starting utilization of the core area</td><td>17.8%</td></tr>
<tr><td>Number of cell rows</td><td>24</td></tr>
<tr><td>Die height</td><td>88 um</td></tr>
<tr><td>Die Width</td><td>about 90 um</td></tr>
<tr><td>Chip Footprint</td><td>7740 um2</td></tr>
<tr><th colspan="2">Worst setup path</th></tr>
<tr><td>Path type of the worst setup path</td><td>reg -&gt; reg</td></tr>
<tr><td>Setup slack on the worst flop-to-flop path</td><td>roughly 0.47 ns</td></tr>
<tr><td>Required time reported for the critical path endpoint</td><td>2.10 ns</td></tr>
<tr><td>Data arrival time of the critical path</td><td>1.63 ns</td></tr>
<tr><td>Endpoint class of the critical path</td><td>flop</td></tr>
<tr><td>Largest fanout on the critical path</td><td>8</td></tr>
<tr><td>Startpoint Class</td><td>flop</td></tr>
<tr><th colspan="2">Run</th></tr>
<tr><td>Number of max-cap violations</td><td>0</td></tr>
<tr><td>Stage-log warning count</td><td>25</td></tr>
<tr><th colspan="2">Run status</th></tr>
<tr><td>Outcome</td><td>complete, no violations</td></tr>
<tr><th colspan="2">Worst hold path</th></tr>
<tr><td>Path category of the worst min-delay check</td><td>reg -&gt; reg</td></tr>
</table>
[through the flow]
stage               instance area, um2  worst slack [ns]  utilization, %  power, mW
floorplan                          785             0.562               -      0.434
global placement                   966             0.459            21.9      0.469
detailed placement                 966             0.439            21.9      0.472
CTS                               1010             0.447            22.8      0.685
global route                      1010             0.370            22.8      0.705
finish                            1010             0.470            22.8      0.678
[cells in the final DEF, fill, tap and decap left out]
master	netlist	layout
sky130_fd_sc_hd__nor2b_1	4	4
sky130_fd_sc_hd__nor3_1	1	1
sky130_fd_sc_hd__mux4_2	1	1
sky130_fd_sc_hd__nand2_1	3	3
sky130_fd_sc_hd__clkdlybuf4s50_1	0	12
sky130_fd_sc_hd__nor2_1	4	4
sky130_fd_sc_hd__o21a_1	1	1
sky130_fd_sc_hd__o21ai_0	2	2
sky130_fd_sc_hd__ha_1	2	2
sky130_fd_sc_hd__o31a_1	1	1
sky130_fd_sc_hd__o221ai_2	1	1
sky130_fd_sc_hd__edfxtp_1	16	16
sky130_fd_sc_hd__nand3_1	1	1
sky130_fd_sc_hd__nand3b_1	1	1
sky130_fd_sc_hd__o211ai_2	1	1
sky130_fd_sc_hd__nand2b_1	2	2
sky130_fd_sc_hd__xnor2_1	7	7
sky130_fd_sc_hd__a21oi_1	2	2
sky130_fd_sc_hd__mux2_2	1	1
sky130_fd_sc_hd__and3_1	1	1
sky130_fd_sc_hd__clkbuf_8	0	3
sky130_fd_sc_hd__mux2i_1	2	2
sky130_fd_sc_hd__and3b_1	1	1
[kinds of logic after synthesis]
group / count (synthesis)
mux: 4
compound gates: 8
flops: 16
simple gates: 18
xor+xnor: 7
fa+ha+maj: 2
buf+inv: 1
[metal layers]
metal,global-route usage (%),routed length [um]
met1,5.61,714
met3,0.655,67
met4,1.16,34
met2,4.50,609
met5,0,0
[final timing paths]
path,startpoint,to,cells past startpoint
worst max-delay path,state[0],data[7],2
worst max register to register,state[0],data[7],2
worst min register to register,i[0],i[0],1
worst min-delay path,i[0],i[0],1
[synthesized netlist by cell type]
cell	n	area, um2
sky130_fd_sc_hd__edfxtp_1	16	480
sky130_fd_sc_hd__o221ai_2	1	15.0
sky130_fd_sc_hd__nand3b_1	1	7.51
sky130_fd_sc_hd__nand3_1	1	5.00
sky130_fd_sc_hd__mux2i_1	2	20.0
sky130_fd_sc_hd__o21ai_0	2	10.0
sky130_fd_sc_hd__nor2_1	4	15.0
sky130_fd_sc_hd__nor2b_1	4	25.0
sky130_fd_sc_hd__a21oi_1	2	10.0
sky130_fd_sc_hd__o211ai_2	1	12.5
sky130_fd_sc_hd__and3b_1	1	8.76
sky130_fd_sc_hd__nand2_1	3	11.3
sky130_fd_sc_hd__and3_1	1	6.26
sky130_fd_sc_hd__o21a_1	1	7.51
sky130_fd_sc_hd__xnor2_1	7	61.3
sky130_fd_sc_hd__mux2_2	1	11.3
sky130_fd_sc_hd__ha_1	2	25.0
sky130_fd_sc_hd__o31a_1	1	8.76
sky130_fd_sc_hd__mux4_2	1	22.5
sky130_fd_sc_hd__nand2b_1	2	12.5
sky130_fd_sc_hd__clkbuf_1	1	3.75
sky130_fd_sc_hd__nor3_1	1	5.00
[worst max-delay path, cell delays in order, from the launching register on]
cell and delay, ns:
sky130_fd_sc_hd__edfxtp_1 0.50, sky130_fd_sc_hd__nor3_1 0.42, sky130_fd_sc_hd__and3_1 0.47
[registers in the layout, indices dropped and copies added, names as in the netlist]
| register | flops |
|---|---|
| tx | 1 |
| data | 8 |
| i | 3 |
| isFinish | 1 |
| state | 3 |
[area by class of cell]
cell class | count | share of cell area [%]
sequential | 16 | 47.7
multi-input combinational | 39 | 29.8
timing repair buffer | 12 | 11.9
tap | 52 | 6.46
clock buffer | 3 | 4.10
[power by group through the flow]
| stage | clock network [mW] | logic, mW | registers [mW] |
|---|---|---|---|
| global route | 0.227 | 0.0959 | 0.382 |
| finish | 0.212 | 0.0872 | 0.379 |
| CTS | 0.217 | 0.0884 | 0.379 |
Power and IR drop assume default switching activity.
