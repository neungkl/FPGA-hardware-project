==> design.v <==
module CRC7(CRC, BITVAL, BITSTRB, ENABLE, CLEAR);
   input        BITVAL;                             
   input        BITSTRB;                            
   input        CLEAR;                              
   input        ENABLE;
   output [6:0] CRC;                                
   reg    [6:0] CRC;                                
   wire         inv;
   assign inv = BITVAL ^ CRC[6];                    
   initial begin
      CRC = 0;
   end
   always @(posedge BITSTRB or posedge CLEAR) begin
      if (CLEAR) begin
         CRC = 0;                                   
         end
      else if(ENABLE) begin
         CRC[6] = CRC[5];
         CRC[5] = CRC[4];
         CRC[4] = CRC[3];
         CRC[3] = CRC[2] ^ inv;
         CRC[2] = CRC[1];
         CRC[1] = CRC[0];
         CRC[0] = inv;
         end
      end
endmodule
module SD_CMD(
  input [5:0] index,
  input [31:0] argument,
  input isStart,
  output reg isBusy,
  output reg isFinish,
  output reg DI,
  input clk );
  wire [39:0] dataForCRC;
  assign dataForCRC = {2'b01, index, argument};
  reg [7:0] i;
  reg [3:0] state;
  reg crcClear;
  reg crcEnable;
  reg crcBit;
  reg [6:0] CRC;
  initial begin
    isBusy <= 0;
    isFinish <= 0;
    state <= 0;
    i <= 0;
    crcClear <= 1;
    crcEnable <= 0;
    crcBit <= 0;
    DI <= 1;
  end
  always @(posedge clk) begin
    if(state == 0) begin
      crcClear = 1;
      crcEnable = 0;
			isFinish = 0;
			isBusy = 0;
      CRC = 0;
      DI = 1;
      if(isStart) begin
        isBusy = 1;
        state = 1;
      end
    end
    else if(state == 1) begin
      i = 39;
      crcClear = 0;
      state = 2;
    end
    else if(state == 2) begin
      crcBit = dataForCRC[i];
      crcEnable = 1;
      if(i == 0) begin
        state = 3;
      end
      else i = i - 1;
    end
    else if(state == 3) begin
      crcEnable = 0;
      case(index)
      0 : CRC = 7'h4A;
      8 : CRC = 7'h43;
      default : CRC = 0;
      endcase
      state = 4;
    end
    else if(state == 4) begin
      DI = 0;
      state = 5;
    end
    else if(state == 5) begin
      DI = 1;
      i = 5;
      state = 6;
    end
    else if(state == 6) begin
      DI = index[i];
      if(i == 0) begin
        i = 31;
        state = 7;
      end
      else i = i - 1;
    end
    else if(state == 7) begin
      DI = argument[i];
      if(i == 0) begin
        i = 6;
        state = 8;
      end
      else i = i - 1;
    end
    else if(state == 8) begin
      DI = CRC[i];
      if(i == 0) begin
        state = 9;
      end
      else i = i - 1;
    end
    else if(state == 9) begin
      DI = 1;
      crcClear = 1;
			isFinish = 1;
      isBusy = 1;
			if(!isStart) begin
				state = 0;
			end
    end
    else state = 0;
  end
endmodule
module SD_RP(
  input DO,
  input [5:0] cmd,
  output reg isNewResponse,
  output reg [39:0] response,
	output isRPFinish,
  input clk,
	input reset );
  reg [5:0] i;
  reg [2:0] state;
  initial begin
    state = 0;
    response = 0;
  end
	assign isRPFinish = (i == 0);
  always @(posedge clk) begin
		if(reset) begin
			state = 0;
			response = 40'hFFFFFFFFFF;
			isNewResponse = 0;
			i = 39;
		end
		else begin
			if(state == 0) begin
				if(!DO) begin
					response = 40'h00_0000_000F;
					case(cmd)
					8 : i = 38;
					58 : i = 38;
					default : i = 6;
					endcase
					state = 1;
				end
			end
			else if(state == 1) begin
				response[i] = DO;
				if(i == 0) state = 2;
				else i = i - 1;
			end
			else if(state == 2) begin
				response[39] = !DO;
				isNewResponse = 1;
				state = 0;
			end
			else state = 0;	
		end
  end
endmodule
module SD_CMD_RP(
  input [5:0] index,
  input [31:0] argument,
  input isStart,
  output reg isBusy,
  output reg isFinish,
  output isRPFinish,
  output DI,
  input DO,
  output reg [39:0] response,
  input clk,
  output [15:0] debug );
  reg [2:0] state;
  reg sdCMDStart;
  wire sdCMDBusy;
  wire sdCMDFinish;
  wire [39:0] response_raw;
  wire sdRPNewResponse;
  reg [11:0] count;
  reg reset = 0;
  SD_CMD sdcmd(
    .index(index),
    .argument(argument),
    .isStart(sdCMDStart),
    .isBusy(sdCMDBusy),
    .isFinish(sdCMDFinish),
    .DI(DI),
    .clk(clk)
  );
  SD_RP sdrp(
    .DO(DO),
    .cmd(index),
    .isNewResponse(sdRPNewResponse),
    .isRPFinish(isRPFinish),
    .response(response_raw),
    .clk(clk),
    .reset(reset)
  );
  assign debug = state;
  initial begin
    isBusy <= 0;
    isFinish <= 0;
    state <= 0;
    sdCMDStart <= 0;
    reset <= 1;
  end
  always @(posedge clk) begin
    if(state == 0) begin
      reset = 1;
      isFinish = 0;
      isBusy = 0;
      if(isStart) begin
        response = 40'hFFFFFFFFFF;
        isBusy = 1;
        reset = 0;
        count = 0;
        state = 1;
      end
    end
    else if(state == 1) begin
      if(count > 6) begin
        count = 0;
        state = 2;
      end
      else count = count + 1;
    end
    else if(state == 2) begin
      if(!sdCMDBusy) begin
        sdCMDStart = 1;
        state = 3;
      end
    end
    else if(state == 3) begin
      if(sdCMDFinish) begin
        state = 4;
      end
    end
    else if(state == 4) begin
      if(sdRPNewResponse) begin
        response = response_raw;
        state = 5;
      end
      else if(count > 100) begin
        count = 0;
        response = 40'hFFFFFFFFFF;
        state = 5;
      end
      else count = count + 1;
    end
    else if(state == 5) begin
      sdCMDStart = 0;
      if(!sdCMDBusy) begin
        state = 6;
      end
    end
    else if(state == 6) begin
      isFinish = 1;
      reset = 1;
      if(!isStart) begin
        state = 0;
      end
    end
    else state = 0;
  end
endmodule
module SD_Delay(
  start,
  finish,
  times,
  clk );
  parameter COUNT_SIZE = 4;
	input start;
	output reg finish;
	input [COUNT_SIZE-1:0] times;
	input clk;
  reg [COUNT_SIZE-1:0] count;
  reg [1:0] state;
  initial begin
    count <= 0;
    state <= 0;
    finish <= 0;
  end
  always @(posedge clk) begin
    if(state == 0) begin
      count <= 0;
      if(start) begin
        finish <= 0;
        state <= 1;
      end
    end
    else if(state == 1) begin
      if(count == times) begin
        state <= 2;
      end
      else count <= count + 1;
    end
    else if(state == 2) begin
      finish <= 1;
      if(!start) begin
        state <= 0;
      end
    end
    else state <= 0;
  end
endmodule
module SD_Data_RP(
  input DO,
  input isStart,
  output reg isFinish,
  output reg [3:0] status,
  input clk,
  input reset );
  reg [2:0] state;
  reg [2:0] i;
  initial begin
    state <= 0;
    isFinish <= 0;
  end
  always @(posedge clk) begin
    if(reset) begin
      state = 0;
      isFinish = 0;
    end
    else begin
    if(state == 0) begin
      if(isStart) begin
        state = 1;
      end
    end
    else if(state == 1) begin
      if(!DO) begin
        i = 3;
        state = 2;
      end
    end
    else if(state == 2) begin
      status[i] = DO;
      if(i == 0) begin
        state = 3;
      end
      else i = i - 1;
    end
    else if(state == 3) begin
      isFinish = 1;
    end
    else state = 0;
    end
  end
endmodule
module SD_Initial(
  input DO,
  output SCLK,
  output reg DI,
  output reg CS,
  input isStart,
  output reg isFinish,
  input clk,
  input reset,
  output [15:0] debug );
  reg [5:0] state;
  reg [15:0] count;
  reg clk250khzTrigger;
  reg [8:0] clk250khzCount;
  reg clk250khz;
  wire sdClk;
  assign sdClk = clk250khz;
  reg [5:0] sdIndex;
  reg [31:0] sdArgument;
  reg sdCMDRPStart;
  wire sdCMDRPFinish;
	wire sdCMDRPBusy;
  wire sdCMDRPDI;
  wire [39:0] sdCMDRPResponse;
  reg readyToSwitchClock;
  assign SCLK = readyToSwitchClock ? clk : clk250khz;
  assign debug = {sdCMDRPResponse[7:0], 2'b00, state[5:0]};
  SD_CMD_RP SDCMDRP(
    .index(sdIndex),
    .argument(sdArgument),
    .isStart(sdCMDRPStart),
    .isBusy(sdCMDRPBusy),
    .isFinish(sdCMDRPFinish),
    .DI(sdCMDRPDI),
    .DO(DO),
    .response(sdCMDRPResponse),
    .clk(sdClk)
  );
  initial begin
    state <= 0;
    count <= 10;
    clk250khz <= 0;
    clk250khzCount <= 0;
		sdCMDRPStart <= 0;
    readyToSwitchClock <= 0;
  end  
  always @(posedge clk) begin
    if(clk250khzCount >= 100) begin
      clk250khzCount <= 0;
      clk250khz <= !clk250khz;
      clk250khzTrigger <= 1;
    end
    else begin
      clk250khzTrigger <= 0;
      clk250khzCount <= clk250khzCount + 1;
    end
  end
  always @(posedge clk) begin
    if(reset) begin
      isFinish = 0;
      sdCMDRPStart = 0;
      state = 0;
    end
    else begin
    if(state == 0) begin
      DI = 1;
      CS = 1;
      count = 0;
      isFinish = 0;
      sdCMDRPStart = 0;
      readyToSwitchClock = 0;
      if(isStart) begin
        state = 1;
      end
    end
    else if(state == 1) begin
      if(clk250khzTrigger) begin
        if(count > 3000) begin
          count = 0;
          state = 2;
        end
        else count = count + 1;
      end
    end
    else if(state == 2) begin
			CS = 0;
      if(clk250khzTrigger) begin
        if(count > 30) begin
          count = 0;
          state = 3;
        end
        else count = count + 1;
      end
    end
    else if(state == 3) begin
      DI = 1;
      if(!sdCMDRPBusy) begin
        sdIndex = 0;
        sdArgument = 0;
        sdCMDRPStart = 1;
        state = 4;
      end
    end
    else if(state == 4) begin
			DI = sdCMDRPDI;
      if(sdCMDRPFinish) begin
        sdCMDRPStart = 0;
        state = 5;
      end
    end
    else if(state == 5) begin
			DI = 1;
      if(sdCMDRPResponse == 40'h0000000001) begin
        state = 6;
      end
    end
    else if(state == 6) begin
      if(!sdCMDRPBusy) begin
        sdIndex = 8;
        sdArgument = 32'h000001AA;
        sdCMDRPStart = 1;
        state = 7;
      end
    end
    else if(state == 7) begin
      DI = sdCMDRPDI;
      if(sdCMDRPFinish) begin
        sdCMDRPStart = 0;
        state = 8;
      end
    end
    else if(state == 8) begin
      DI = 1;
      if(sdCMDRPResponse[11:0] == 12'h1AA) begin
        state = 9;
      end
      else if(sdCMDRPResponse[39:32] == 8'h09) begin
        state = 6;
      end
    end
    else if(state == 9) begin
      DI = 1;
      if(!sdCMDRPBusy) begin
        sdIndex = 55;
        sdArgument = 0;
        sdCMDRPStart = 1;
        state = 10;
      end
    end
    else if(state == 10) begin
      DI = sdCMDRPDI;
      if(sdCMDRPFinish) begin
        sdCMDRPStart = 0;
        state = 11;
      end
    end
    else if(state == 11) begin
      DI = 1;
      if(sdCMDRPResponse == 40'h00_0000_0001) begin
        state = 13;
      end
			else if(sdCMDRPResponse == 40'hFF_FFFF_FFFF) begin
				state = 12;
			end
    end
    else if(state == 12) begin
      if(clk250khzTrigger) begin
        if(count > 60000) begin
          count = 0;
          state = 9;
        end
        else count = count + 1;
      end
    end
    else if(state == 13) begin
      if(!sdCMDRPBusy) begin
        sdIndex = 41;
        sdArgument = 32'h4000_0000;
        sdCMDRPStart = 1;
        state = 14;
      end
    end
    else if(state == 14) begin
      DI = sdCMDRPDI;
      if(sdCMDRPFinish) begin
        sdCMDRPStart = 0;
        state = 15;
      end
    end
    else if(state == 15) begin
      DI = 1;
      if(sdCMDRPResponse == 40'h00_0000_0000) begin
        state = 17;
      end
      else state = 16;
    end
    else if(state == 16) begin
      if(clk250khzTrigger) begin
        if(count > 10000) begin
          count = 0;
          state = 9;
        end
        else count = count + 1;
      end
    end
    else if(state == 17) begin
      readyToSwitchClock = 1;
      if(!sdCMDRPBusy) begin
        sdIndex = 58;
        sdArgument = 0;
        sdCMDRPStart = 1;
        state = 18;
      end
    end
    else if(state == 18) begin
      DI = sdCMDRPDI;
      if(sdCMDRPFinish) begin
        sdCMDRPStart = 0;
        state = 19;
      end
    end
    else if(state == 19) begin
      DI = 1;
      if(sdCMDRPResponse[30] == 1) begin
        state = 20;
      end
    end
    else if(state == 20) begin
      isFinish = 1;
    end
    else begin
      state = 0;
    end
    end
  end
endmodule
module SD_CLK_COUNT(
  input clk,
  output reg [2:0] num
);
  initial begin
    num <= 0;
  end
  always @(posedge clk) begin
    num <= num + 1;
  end
endmodule
module SD_Read(
  input DO,
  output SCLK,
  output reg DI,
  output reg CS,
  input isStart,
  output isInitSDFinish,
  output reg isFinish,
  output reg [7:0] foDataSent,
  output reg foWe,
  input foBusy,
  input foFull,
  input clk,
  input reset,
  output [15:0] debug );
  parameter MEM_SIZE = 9;
  parameter END_TOKEN = 8'h2D;
  parameter ADDR_SIZE = (1 << MEM_SIZE) - 1;
  reg [5:0] state;
  reg [7:0] data [0:ADDR_SIZE];
  integer i;
  integer j;
  reg [9:0] blockNumber;
  wire sdInitSCLK;
  wire sdInitDI;
  wire sdInitCS;
	assign SCLK = sdInitSCLK;
  SD_Initial sdInit(
    .DO(DO),
    .SCLK(sdInitSCLK),
    .DI(sdInitDI),
    .CS(sdInitCS),
    .isStart(1),
    .isFinish(sdInitFinish),
    .clk(clk),
    .reset(reset),
		.debug(debug)
  );
  reg [5:0] sdCMDRPIndex;
  reg [31:0] sdCMDRPArgument;
  reg sdCMDRPStart;
	wire sdCMDRPDI;
  wire sdCMDRPBusy;
  wire sdCMDRPFinish;
  wire sdCMDRP_RPFinish;
  wire [39:0] sdCMDRPResponse;
  SD_CMD_RP sdCMDRP(
    .index(sdCMDRPIndex),
    .argument(sdCMDRPArgument),
    .isStart(sdCMDRPStart),
    .isBusy(sdCMDRPBusy),
    .isFinish(sdCMDRPFinish),
    .isRPFinish(sdCMDRP_RPFinish),
    .DI(sdCMDRPDI),
    .DO(DO),
    .response(sdCMDRPResponse),
    .clk(SCLK)
  );
  initial begin
    state = 0;
    sdCMDRPStart = 0;
    blockNumber = 4;
    i = 0;
    j = 0;
  end
  always @(posedge clk) begin
    if(reset) begin
      state = 0;
      sdCMDRPStart = 0;
      blockNumber = 4;
      isFinish = 0;
			DI = 1;
    end
    else begin
    if(state == 0) begin
      DI = sdInitDI;
      CS = sdInitCS;
      blockNumber = 4;
      if(sdInitFinish) begin
        state = 1;
      end
    end
    else if(state == 1) begin
      state = 1;
    end
		end
	end
endmodule
==> run.sh <==
#!/bin/bash
# OpenROAD 26Q1-2900-gdf79404cd8, Yosys 0.63+post, stock flow scripts
make -C /OpenROAD-flow-scripts/flow DESIGN_CONFIG=/design/flow/config.mk WORK_HOME=/design/flow/orfs finish
==> config.mk <==
export PLATFORM = sky130hd
export DESIGN_NAME = SD_Data_RP
export DESIGN_NICKNAME = SD_Data_RP
export VERILOG_FILES = /design/flow/design.v
export SDC_FILE = /design/flow/constraint.sdc
export NUM_CORES = 4
export LEC_CHECK = 1
export CORE_AREA = 10 10 70 70
export DIE_AREA = 0 0 80 80
==> constraint.sdc <==
current_design SD_Data_RP

set clk_period 2.1
set clk_io_pct 0.2

create_clock -name clk0 -period $clk_period [get_ports {clk}]

set non_clock_inputs [all_inputs -no_clocks]
set_input_delay [expr $clk_period * $clk_io_pct] -clock clk0 $non_clock_inputs
set_output_delay [expr $clk_period * $clk_io_pct] -clock clk0 [all_outputs]
==> flow_summary_export.csv <==
group,metric,value,unit
setup_path,r2r-start,"i[1]$_SDFFCE_PN1P_",
setup_path,cp-start-kind,"flop",
place,placed_cells,114,
timing,drv_slew,0,
clock_tree,h-tree-depth,1,
final_layout,drive_gt1_share,12.5,%
drt,drc,0,
drt,antenna_left,0,
clock_tree,clk_latency,0.27,ns
final_layout,finalCoreUtilization,24.2,%
timing,finalClockPeriodUsage,92.1,%
clock_tree,ctsResizeCount,0,
setup_path,critPathRequiredTime,2.12,ns
global_routing,grt_pass1_wl,1890,um
timing,fmax,517,MHz
place,gp_congestion,0.769,
drt,drt_iter0_drc,14,
final_layout,syn_to_final_growth,29.7,%
clock_tree,clock_path_buffers,2,
global_routing,antenna_found_initial,0,
drt,totalWireLength,1120,um
job,log.warning_count,32,
setup_path,crit_chain,"inv_1, ha_1, or4_1, nor2_1, mux2_2",
power,p_per_area,893,nW/um^2
setup_path,critPathSlowestCell,"edfxtp_1",
drt,drt-pass1-iter-count,2,
floorplanning,rows,21,
clock_tree,root_buffer,"clkbuf_4",
worst_hold_path,holdPathStages,2,
drt,diodes,0,
synthesis,synthArstFlopShare,0,%
drt,avgRoutedWirePerCell,9.51,um
clock_tree,numCtsBuffers,3,
setup_path,cp_slowest_stage_delay,0.42,ns
synthesis,yosysWarnings,1,
final_layout,lay_top_count,"ha_1",
outcome,status,"completed",
timing,min_period,1.93,ns
drt,viasPerCell,3.71,
global_routing,first_global_vias,435,
timing,max-slew-margin-rel,69.9,%
setup_path,cp_data_arrival_time,1.96,ns
setup_path,crit_fanout,5,
worst_hold_path,hp-start,"isFinish$_SDFFE_PP0P_",
floorplanning,design.die.area,6400,um^2
setup_path,end_kind,"flop",
timing,rsz0062_at_grt,"false",
floorplanning,coreArea,3420,um^2
timing,hold_viol_final,0,
floorplanning,die_w,80,um
synthesis,ys_cells,58,
worst_hold_path,min_path_type,"flop to flop",
setup_path,cp.depth,5,
timing,setup_violations,0,
final_layout,layout.cells.non_filler,118,
floorplanning,fp_util,18.6,%
timing,hold_ws,0.504,ns
synthesis,syn_inst,58,
timing,setup_tns,0,ns
power,peakVddDrop,0.000536,V
job,max_cap_viol_count,0,
setup_path,critical_path.top_delay_family,"simple AND/OR/NAND/NOR gates",
final_layout,mostFrequentLayoutCells,"ha_1 (10), clkdlybuf4s50_1 (8), inv_1 (7), edfxtp_1 (7)",
setup_path,crit_buf_inv,1,
clock_tree,cts_tree,"done",
clock_tree,cts_sinks,10,
timing,finClkSkew,0.00156,ns
synthesis,syn_area,637,um^2
setup_path,r2r_cells,5,
place,port_buffers,8,
synthesis,synth_cell_types,19,
timing,worst_pin_slew,0.451,ns
synthesis,ys_seq_share,42.4,%
drt,vias,438,
clock_tree,clk_pin_slew,0.07,ns
setup_path,crit_type,"flop to flop",
floorplanning,pin_count,9,
floorplanning,die_height,80,um
global_routing,overflow,0,
synthesis,yosys-stat-area,637,um^2
setup_path,critPathLaunch,"i[1]$_SDFFCE_PN1P_",
synthesis,synth_flop_count,10,
place,dp_hpwl,878,um
power,leakagePower,0.344,nW
final_layout,n_fill_cell,377,
clock_tree,cts_hold_buf,0,
synthesis,dominantRegCellSynth,"edfxtp_1",
synthesis,edf_count,7,
global_routing,grt_start_max_net_pins,8,
global_routing,grtUsageTotal,3.64,%
clock_tree,postCtsSetupRepairBufs,0,
synthesis,syn_avg_cell_area,11.0,um^2
-- cell families (layout without fill, tap and decap cells) --
logic type / Yosys count / count (layout) / share of synthesized area, %
mux: 5 / 5 / 8.25
xor+xnor: 1 / 1 / 1.38
flops: 10 / 10 / 42.4
compound gates: 5 / 5 / 6.88
buf+inv: 7 / 21 / 4.13
simple gates: 20 / 20 / 17.3
fa+ha+maj: 10 / 10 / 19.6
-- flip-flops by register name (all words and copies together), names as in the netlist --
name / cells
i: 3
status: 4
isFinish: 1
state: 2
-- layer usage --
| metal | routed length [um] | vias to the layer above | GRT usage (%) |
|---|---|---|---|
| met3 | 115 | 0 | 2.39 |
| met2 | 467 | 10 | 5.38 |
| met4 | 0 | 0 | 0.176 |
| met5 | 0 | - | 0 |
| met1 | 539 | 198 | 4.56 |
| li1 | - | 230 | - |
-- cell usage after synthesis, types with 2 or more instances --
master,n,area (um^2)
dfxtp_1,3,60.1
edfxtp_1,7,210
ha_1,10,125
inv_1,7,26.3
mux2_2,2,22.5
mux2i_1,3,30.0
nand2_1,4,15.0
nand2b_1,5,31.3
nor2_1,5,18.8
nor4b_1,2,17.5
o21ai_0,2,10.0
-- through the flow --
| stage | setup WS, ns | power [mW] | area [um^2] |
|---|---|---|---|
| 2_1_floorplan | 0.211 | 0.492 | 637 |
| 3_3_place_gp | 0.215 | 0.562 | 790 |
| 3_5_place_dp | 0.173 | 0.565 | 790 |
| 4_1_cts | 0.158 | 0.748 | 826 |
| 5_1_grt | 0.0717 | 0.800 | 826 |
| 6_report | 0.167 | 0.737 | 826 |
-- worst min-delay path: stages (launching register included) --
cell	delay, ns
dfxtp_1	0.32
nor2_1	0.10
nor2_1	0.04
-- final timing paths --
| check | endpoint | slack (ns) |
|---|---|---|
| max | status[0]$_DFFE_PP_ | 0.17 |
| max reg2reg | status[0]$_DFFE_PP_ | 0.17 |
| min reg2reg | isFinish$_SDFFE_PP0P_ | 0.50 |
| min | isFinish$_SDFFE_PP0P_ | 0.50 |
-- cell type report --
cell class              instances  area [um^2]  share of cell area (%)
repair buffers                 10         95.1                    11.5
clock buffers                   4         36.3                    4.39
inverters                       7         26.3                    3.18
multi-input cells              41          340                    41.2
flip-flops and latches         10          270                    32.7
well taps                      46         57.6                    6.97
-- where the power goes --
group | total (mW) | switching [mW] | internal, mW
Combinational | 0.278 | 0.141 | 0.137
Clock | 0.175 | 0.0697 | 0.105
Sequential | 0.284 | 0.0297 | 0.254
Total | 0.737 | 0.241 | 0.496
No activity file was given, so power comes from the tool's default toggle rates.
